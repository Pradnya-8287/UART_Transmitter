==> /design/flow/design.v <==
module transmitter (
    clk,
    i_DV,
    i_Byte, 
    o_Sig_Active,
    o_Serial_Data,
    o_Sig_Done
    );
    parameter FREQUENCY = 8;
    input clk;
    input i_DV;
    input [7:0] i_Byte; 
    output o_Sig_Active;
    output reg o_Serial_Data;
    output o_Sig_Done;
    reg [7:0] r_Counter = 0;
    reg [2:0] r_Index = 0;
    reg [7:0] r_Data = 0;
    reg r_Done = 0;
    reg r_Active = 0;
    reg [2:0] r_State = 0;
    reg [2:0] r_State_Idle = 3'b000;
    reg [2:0] r_State_Start = 3'b001;
    reg [2:0] r_Start_Data_Bits = 3'b010;
    reg [2:0] r_State_Stop_Bit = 3'b011;
    reg [2:0] r_State_Refresh = 3'b100;
    always @(posedge clk) begin
        case (r_State)
            r_State_Idle: begin
                o_Serial_Data <= 1'b1;         
                r_Done <= 1'b0;
                r_Counter <= 0;
                r_Index <= 0;
                if (i_DV == 1'b1) begin
                    r_Active <= 1'b1;
                    r_Data <= i_Byte;
                    r_State <= r_State_Start;
                end
                else
                    r_State <= r_State_Idle;
            end 
            r_State_Start: begin
                o_Serial_Data <= 1'b0;
                if (r_Counter < FREQUENCY-1) begin
                    r_Counter <= r_Counter + 1;
                    r_State <= r_State_Start;
                end
                else begin
                    r_Counter <= 0;
                    r_State <= r_Start_Data_Bits;
                end
            end 
            r_Start_Data_Bits: begin
                o_Serial_Data <= r_Data[r_Index];
                if (r_Counter < FREQUENCY-1) begin
                    r_Counter <= r_Counter + 1;
                    r_State <= r_Start_Data_Bits;
                end
                else begin
                    r_Counter <= 0;
                    if (r_Index < 7) begin
                        r_Index <= r_Index + 1;
                        r_State <= r_Start_Data_Bits;
                    end
                    else begin
                        r_Index <= 0;
                        r_State <= r_State_Stop_Bit;
                    end
                end
            end 
            r_State_Stop_Bit: begin
                o_Serial_Data <= 1'b1;
                if (r_Counter < FREQUENCY-1) begin
                    r_Counter <= r_Counter + 1;
                    r_State <= r_State_Stop_Bit;
                end
                else begin
                    r_Done <= 1'b1;
                    r_Counter <= 0;
                    r_State <= r_State_Refresh;
                    r_Active <= 1'b0;
                end
            end 
            r_State_Refresh: begin
                r_Done <= 1'b1;
                r_State <= r_State_Idle;
            end
            default:
                r_State <= r_State_Idle;
        endcase
    end
    assign o_Sig_Active = r_Active;
    assign o_Sig_Done   = r_Done;
endmodule
==> /design/flow/run.sh <==
#!/bin/bash
# OpenROAD 26Q1-2900-gdf79404cd8, Yosys 0.63+post, stock flow scripts
make -C /OpenROAD-flow-scripts/flow DESIGN_CONFIG=/design/flow/config.mk WORK_HOME=/design/flow/orfs finish
==> /design/flow/config.mk <==
export PLATFORM = sky130hd
export DESIGN_NAME = transmitter
export DESIGN_NICKNAME = transmitter
export VERILOG_FILES = /design/flow/design.v
export SDC_FILE = /design/flow/constraint.sdc
export NUM_CORES = 4
export LEC_CHECK = 1
export CORE_AREA = 10 10 84 84
export DIE_AREA = 0 0 94 94
==> /design/flow/constraint.sdc <==
current_design transmitter

set clk_period 3.5
set clk_io_pct 0.2

create_clock -name clk0 -period $clk_period [get_ports {clk}]

set non_clock_inputs [all_inputs -no_clocks]
set_input_delay [expr $clk_period * $clk_io_pct] -clock clk0 $non_clock_inputs
set_output_delay [expr $clk_period * $clk_io_pct] -clock clk0 [all_outputs]
==> results.txt <==
max cap viols: 0
yosys stat chip area: 1030 sq um
P_int: 592 uW
power per standard cell area: 665 nW/um^2
R2R depth: 5
Peak VDD IR: 303 uV
fin crit share: 51.4%
post_cts resized: 0
ao+oa area frac: 12.1%
DP Wirelength: 1290 um
setup TNS: 0 ns
reg-to-reg endpoint: r_Active
Hold Violations, Final: 0
crit path launch: o_Serial_Data
# rows: 26
largest net degree at the start of global routing: 15
wire per inst: 9.98 um
cts-stage hold buffer count: 0
ys flops: 25
via density per instance: 4.04
Worst R2R Setup Slack: 1.73 ns
OpenROAD warning count: 25
Clock Latency Late Sink: 0.26 ns
Die Wd: 94 um
crit path DAT: 1.10 ns
most used flip-flop cell: dfxtp_1
Cell Area, Synth: 1030 sq um
DP Area: 1230 sq um
number of buffers created by CTS: 3
Flop area: 591 sq um
core area: 5200 sq um
NetSw: 256 uW
crit path kind: reg -> out
Port Buffers: 12
die span in y: 94 um
CTS Sinks: 25
DRT antenna net count: 0
Residual DRC: 0
Peak Freq: 556 MHz
Pleak: 0.460 nW
crit path cell chain: clkdlybuf4s50_1
H-tree depth: 1
async set-reset flop share out of synthesis: 0%
dpl cells: 164
distinct lib cells: 35
CTS Buffer Depth: 2
Comb pwr share: 29.5%
YS warnings: 1
Synth Area in Adders: 2.42%
Area growth syn-to-layout: 23.5%
CP startpoint kind: register
Clk network pwr share: 19.2%
Vias: 679
Max FO, Critical Path: 2
final setup fails: 0
RSZ-0062 raised after global routing: false
most frequent cells in the layout: 16 x dfxtp_1, 14 x nor2_1, 12 x clkdlybuf4s50_1, 9 x edfxtp_1
Syn Area/Cell: 12.3 sq um
IO Count: 13
top cells, area: dfxtp_1 31%, edfxtp_1 26%, mux4_1 5.1%
cells in synth_stat.txt: 84
post-layout min period: 1.80 ns
most numerous logic cell after layout: dfxtp_1
Root Buffer: clkbuf_8
Yosys top cell area share: 31.0%
Starting DRT DRC Count: 14
Worst path slowest cell: clkdlybuf4s50_1
worst r2r src: r_Counter[0]
Critical Path Sink: o_Serial_Data
layout cell share with drive strength beyond 1: 11.2%
count of pins over their slew limit: 0
area leader, netlist: dfxtp_1
post-route cell area: 1270 sq um
Top non-seq family: simple AND/OR/NAND/NOR gates
global placement routability congestion: 0.822
Slew Limit Headroom: 69.3%
routed wire length: 1680 um
crit-path max cell delay: 0.49 ns
Worst path top cell family by delay: buffers and inverters
Chip Area: 8840 sq um
total gr overflow: 0
worst path required time: 2.80 ns
Synth Seq Share: 57.2%
logic depth of the worst path, buffers included: 1
antenna violations before repair: 0
logic area: 423 sq um
Global Route Usage Sum: 3.93%
first-pass GRT wire length: 2930 um
CTS tree: yes
fin cells: 168
number of synthesized flops with an enable pin: 9
Reg power frac: 51.3%
cell count after synthesis: 84
CP Capture Type: output port
CP Buf/Inv Count: 1
XOR/XNOR share of the synthesized area: 2.55%
Net Sw Frac: 30.2%
Setup Fix Bufs, Post-CTS: 0
vias in the first global route: 685
Worst Tran Pin Value: 0.458 ns
FP Core Util: 19.8%
Clk pin slew, worst setup/hold paths: 0.08 ns
status: finished clean
Ant. Diodes: 0
skew final: 0.00479 ns
iteration count of the initial detailed-routing pass: 4
Filler Cell Count: 548
mux frac, synth: 7.15%
simple share: 16.7%
Hold WC Path Type: reg -> reg
-- flip-flops by register name, indices dropped and copies added, names as in the netlist --
signal / flops
r_Counter: 8
o_Serial_Data: 1
r_Done: 1
r_Index: 3
r_State: 3
r_Data: 8
r_Active: 1
-- synthesized netlist by cell type, types with 2 or more instances --
cell type	count
a21oi_1	3
nor3_1	2
nor2_1	14
a32o_1	2
and2_1	2
dfxtp_1	16
edfxtp_1	9
inv_1	2
a31oi_1	2
mux4_1	2
xnor2_1	3
ha_1	2
nor2b_1	3
-- layer usage --
metal  GRT usage [%]  vias up  part of all wire (%)
met5               0        -                     0
met4            1.14        0                  0.95
met3            1.62        2                   7.5
met2            5.47       25                    40
met1            5.50      314                    51
li1                -      338                     -
-- power groups by stage --
stage         clock, mW  sequential [mW]  combinational (mW)
CTS               0.170            0.435               0.253
global route      0.179            0.445               0.284
finish            0.163            0.435               0.250
-- worst register-to-register path, cell delays in order (launching register included) --
cell and delay, ns:
dfxtp_1 0.38, ha_1 0.21, a21oi_1 0.15, a21boi_0 0.42
nand3b_1 0.21, nand2b_1 0.13
-- stage by stage --
stage                     hold slack [ns]  setup slack [ns]  power (mW)  utilization (%)
after floorplan                     0.438              1.99       0.615                -
after global placement              0.461              1.56       0.684             23.6
after detailed placement            0.461              1.50       0.691             23.6
after CTS                           0.481              1.69       0.858             24.5
after global routing                0.514              1.56       0.908             24.5
final                               0.488              1.70       0.848             24.5
-- cell families (layout without fill, tap and decap cells) --
family	after synthesis	in the layout
adders and majority gates	2	2
and+or+nand+nor	30	30
DFF	25	25
xor gates and xnor gates	3	3
buffers and inverters	4	18
AOI/OAI and AO/OA	16	16
muxes	4	4
-- layout make-up --
type                            instances  share of cell area (%)
Tap cell                               70                    6.87
Inverter                                2                   0.589
Timing Repair Buffer                   12                    9.42
Sequential cell                        25                    46.3
Clock buffer                            3                    3.24
Clock inverter                          1                   0.393
Multi-Input combinational cell         55                    33.2
-- worst min-delay path by stage --
stage / start / end / slack [ns] / cells past startpoint
after CTS: r_Counter[7] / r_Counter[7] / 0.48 / 2
after global routing: r_Counter[1] / r_Counter[1] / 0.51 / 1
final: r_Counter[7] / r_Counter[7] / 0.49 / 2
Power and IR drop assume default switching activity.
