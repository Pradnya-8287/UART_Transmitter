<file path="design/flow/config.mk">
export PLATFORM = sky130hd
export DESIGN_NAME = receiver
export DESIGN_NICKNAME = receiver
export VERILOG_FILES = /design/flow/design.v
export SDC_FILE = /design/flow/constraint.sdc
export NUM_CORES = 4
export LEC_CHECK = 1
export CORE_UTILIZATION = 30
</file>
<file path="design/flow/constraint.sdc">
current_design receiver

set clk_period 2.8
set clk_io_pct 0.2

create_clock -name clk0 -period $clk_period [get_ports {clk}]

set non_clock_inputs [all_inputs -no_clocks]
set_input_delay [expr $clk_period * $clk_io_pct] -clock clk0 $non_clock_inputs
set_output_delay [expr $clk_period * $clk_io_pct] -clock clk0 [all_outputs]
</file>
<file path="design/flow/design.v">
module receiver (
    clk,
    i_Serial_Data,
    o_DV,
    o_Byte
    );
    parameter FREQUENCY = 8;
    input clk;
    input i_Serial_Data;
    output o_DV;
    output [7:0] o_Byte;
    reg r_Data_Temp = 1'b1;
    reg r_Data   = 1'b1;
    reg r_DV = 0;
    reg [7:0] r_Counter = 0;
    reg [2:0] r_Index = 0; 
    reg [7:0] r_Byte = 0;
    reg [2:0] r_State = 0;
    reg [2:0] r_State_Idle = 3'd0;
    reg [2:0] r_State_Start = 3'd1;
    reg [2:0] r_State_Start_Bits = 3'd2;
    reg [2:0] r_State_Stop_Bit = 3'd3;
    reg [2:0] r_State_Refresh = 3'd4;
    always @(posedge clk) begin
        r_Data_Temp <= i_Serial_Data;
        r_Data <= r_Data_Temp;
    end
    always @(posedge clk) begin
        case (r_State)
            r_State_Idle: begin
                r_DV <= 1'b0;
                r_Counter <= 0;
                r_Index <= 0;
                if (r_Data == 1'b0)          
                    r_State <= r_State_Start;
                else
                    r_State <= r_State_Idle;
            end
            r_State_Start: begin
                if (r_Counter == FREQUENCY/2) begin
                    if (r_Data == 1'b0) begin
                        r_Counter <= 0; 
                        r_State <= r_State_Start_Bits;
                    end
                    else
                        r_State <= r_State_Idle;
                end
                else begin
                    r_Counter <= r_Counter + 1;
                    r_State <= r_State_Start;
                end
            end 
            r_State_Start_Bits: begin
                if (r_Counter < FREQUENCY-1) begin
                    r_Counter <= r_Counter + 1;
                    r_State <= r_State_Start_Bits;
                end
                else begin
                    r_Counter <= 0;
                    r_Byte[r_Index] <= r_Data;
                    if (r_Index < 7) begin
                        r_Index <= r_Index + 1;
                        r_State <= r_State_Start_Bits;
                    end
                    else begin
                        r_Index <= 0;
                        r_State <= r_State_Stop_Bit;
                    end
                end
            end 
            r_State_Stop_Bit: begin
                if (r_Counter < FREQUENCY-1) begin
                    r_Counter <= r_Counter + 1;
                    r_State <= r_State_Stop_Bit;
                end
                else begin
                    if (r_Data == 1'b1)    
                    r_DV <= 1'b1;
                    r_Counter <= 0;
                    r_State <= r_State_Refresh;
                end
            end 
            r_State_Refresh: begin
                r_DV <= 1'b0;
                r_State <= r_State_Idle;
            end
            default :
                r_State <= r_State_Idle;
        endcase
    end   
    assign o_DV = r_DV;
    assign o_Byte = r_Byte;
endmodule 
</file>
<file path="design/flow/run.sh">
#!/bin/bash
# OpenROAD 26Q1-2900-gdf79404cd8, Yosys 0.63+post, stock flow scripts
make -C /OpenROAD-flow-scripts/flow DESIGN_CONFIG=/design/flow/config.mk WORK_HOME=/design/flow/orfs finish
</file>
==> Changelog: implementation <==
### Physical design

* Outcome: finished clean
* Chip area estimate from yosys synthesis at 0.00136 mm^2
* FF/Latch Area at roughly 580 um^2
* R2R depth at 5
* Count of nets left with antenna violations after detail routing at 0
* Wire length of the first global-routing pass at 4330 um
* Total negative slack at 0 ns
* Reg-to-reg endpoint: r_Byte[4]
* Kind of cell adding the most delay to the critical path: flip-flops
* Count of maximum capacitance violations at 0
* Gate count after technology mapping at 140
* Hold/Removal Path Class: reg -> reg
* Total number of vias at ~1000
* Filler Cell Count at between 400 and 500
* Number of buffers created by CTS at 3
* Cell count in the Yosys report at around 140
* Async S/R FF share, synth at 0%
* Final setup skew at ~0.0011 ns
* Max rail drop VDD at 0.251 mV
* Top cell type's share of synthesized area at between 20 and 25%
* WP data arrival at 2.04 ns
* Startpoint of the worst-slack reg-to-reg timing path: r_Index[0]
* Placement Rows at 24
* Core box area at approximately 0.0044 mm^2
* Total detailed-routing wirelength at around 2400 um
* Sum of buffers and inverters on the critical path at 1
* Synth Register Bits at 25
* Number of buffers on the longest clock path at 2
* Hold slack final at 0.336 ns
* Hold path start: r_Data_Temp
* Most instantiated cells after synthesis: dfxtp_1, nand2_1, edfxtp_1, nor2_1, o21ai_0
* Number of OpenROAD warnings at 29
* Final Wtd Congestion at about 0.84
* Tmin final at between 2 and 2.5 ns
* Summed instance area of the synthesized netlist at 0.00136 mm^2
* Number of synthesized flops with an enable pin at 8
* Overflow left after global routing at 0
* Worst EP required at 2.83 ns
* Clock latency on the worst-skew pair at 0.27 ns
* Largest net degree at the start of global routing at 16
* Antenna diodes at 0
* Vias in the first global route at 968
* Half-perimeter wire length of the detailed placement result at about 1700 um
* CTS tree: built
* Syn. warnings at 1
* Count of instances resized after the clock tree is built at 0
* Cell depth of the worst hold path at 0
* Die Area at 0.00482 mm^2
* CP Max Fanout at 10
* Vertical die dimension at 69.4 um
* Dominant synthesized flop cell: dfxtp_1
* Proportion of synthesized chip area in sequential cells at 42.6%
* Worst hold endpoint: r_Data
* Max transition margin at a little over two fifths
* Total power density per cell area at roughly 660 mW/mm^2
* Number of hold buffers added after CTS at 0
* Global-route usage over all layers at between 10% and 20%
* Kind of launch point of the worst setup path: flop
* # Post-CTS Setup Buffers at 0
* Level count of the clock H-tree at 1
* Cells along the critical path: inv_1, ha_1, xor2_1, nor4_1, mux2_2
* Standard cell with the maximum stage delay on the critical path: dfxtp_1
* Final cell area excluding filler cells at between 0.0015 and 0.002 mm^2
* I/O pin total at 11
* Share of the clock period used by the worst path at roughly 72%
* Count of final max-slew check failures at 0
* Number of unique standard cell types used by synthesis at approximately 48
* Share of cells above drive strength 1 at 14.9%
* Number of hold-slack violations in the final timing report at 0
* Pre-Place Util at 31.3%
* Area of placed instances at 0.00150 mm^2
* RSZ-0062 raised after global routing: false
* Leakage power figure at about 0.54 nW
* Clock transition at path regs at approximately 0.090 ns
* Critical Path End Type: flop
* Syn avg cell area at a little under 10 um^2
* Maximum frequency from static timing analysis at about 500 MHz
* Average vias per placed instance at 5.12
* Clk root buf: clkbuf_8
* Transition time at the pin with the least slew margin at around 0.84 ns
* Largest stage delay, worst path at approximately 0.53 ns
* Total setup violations reported at the end of the flow at 0
* X dimension of the die at 69.4 um
* Remaining design rule violation count at 0
* Critical path class: reg -> reg
* Main area contributors: dfxtp_1, edfxtp_1, ha_1
* Average wire per standard cell at 12.0 um
* Number of design-rule violations left by the first detailed-router iteration at 50
* Number of antenna violations at the first check in global routing at 0
* Synth-to-layout area growth at 13.5%
* Quantity of I/O buffers inserted on ports at 10
* Dominant cell type by area after synthesis: dfxtp_1
* Combined area of the multi-input logic cells at a little over 700 um^2
* Total iterations of the first detailed-routing run at 4
* Logic depth of the worst path, buffers included at 5
* Internal reg-to-reg setup slack at ~0.79 ns
* TritonCTS sink count at 25
-- cell families (layout without fill, tap and decap cells) --
family | count (synthesis) | count (layout) | share of synthesized area, %
compound gates | 33 | 33 | 19.5
xor+xnor | 5 | 5 | 3.21
fa+ha+maj | 6 | 6 | 5.50
buf+inv | 13 | 21 | 4.40
flops | 25 | 25 | 42.6
mux | 2 | 2 | 1.65
simple gates | 56 | 56 | 23.1
-- power by group --
group	total, mW	switching (mW)	internal (mW)
registers	0.496	0.0768	0.419
clock network	0.218	0.117	0.101
logic	0.309	0.174	0.135
-- per-stage QoR --
step	util (%)	total power, mW	instances	setup WS, ns
after floorplan	-	0.749	140	0.829
final	35.5	1.02	200	0.787
after global placement	34.4	0.800	196	0.856
after global routing	35.5	1.10	200	0.647
after CTS	35.5	1.03	200	0.789
after detailed placement	34.4	0.811	196	0.801
-- layout by cell type, fill, tap and decap left out, types with 3 or more instances in the layout --
cell / netlist / routed
nand2_1: 17 / 17
dfxtp_1: 17 / 17
clkdlybuf4s50_1: 0 / 10
nor2_1: 8 / 8
o21ai_0: 8 / 8
edfxtp_1: 8 / 8
nand3_1: 6 / 6
ha_1: 6 / 6
inv_1: 5 / 5
nor3_1: 4 / 4
xnor2_1: 4 / 4
nor2b_1: 3 / 3
nor4_1: 3 / 3
nand2b_1: 3 / 3
a21oi_1: 3 / 3
clkbuf_8: 0 / 3
-- sequential cells by signal, summed over array words and instances, names as in the netlist --
signal / count
r_State: 3
r_Byte: 8
r_Counter: 8
r_Index: 3
r_DV: 1
r_Data: 1
r_Data_Temp: 1
-- layer usage --
| layer | share of wire (%) | GRT usage, % | vias to the layer above |
|---|---|---|---|
| met5 | 0 | 0 | - |
| li1 | - | - | 526 |
| met1 | 50 | 16.0 | 481 |
| met3 | 3.9 | 2.21 | 0 |
| met2 | 46 | 17.5 | 16 |
| met4 | 0 | 0.680 | 0 |
-- cell type report --
class | instances | area share (%)
repair buffers | 11 | 6.95
flip-flops and latches | 25 | 37.5
well taps | 52 | 4.20
clock buffers | 3 | 2.67
inverters | 6 | 1.46
clock inverters | 1 | 0.485
multi-input cells | 102 | 46.7
-- worst max-delay path by stage --
| stage | start | end | slack [ns] |
|---|---|---|---|
| CTS | r_Index[0] | r_Byte[4] | 0.79 |
| global route | r_Index[0] | r_Byte[0] | 0.65 |
| finish | r_Index[0] | r_Byte[4] | 0.79 |
-- worst reg2reg max path: cells and delay by family (launching register included) --
kind | cells | cell delay (ns)
adders and majority gates | 1 | 0.25
buffers and inverters | 1 | 0.11
DFF | 1 | 0.53
muxes | 1 | 0.37
and+or+nand+nor | 1 | 0.29
xor gates and xnor gates | 1 | 0.22
Power and IR drop assume default switching activity.
